==> ./design.v <==
module debounce(
input clk_i,
input key_i,
output key_pressed_stb_o
);
parameter TIMER_POWER = 15;
reg key_pressed_stb_r;
reg [TIMER_POWER - 1: 0] timer;
always @(posedge clk_i)
begin
	if (key_i)
		begin
		timer <= 0;
		key_pressed_stb_r <= 0;
		end
	else
	if (&timer)
	 key_pressed_stb_r <= 0;
	 else
	if (&timer[TIMER_POWER - 1: 1])
	begin
		key_pressed_stb_r <= 1;
		timer <= timer + 1;
	end
	else
		timer <= timer +1;
end
assign key_pressed_stb_o = key_pressed_stb_r;
endmodule
==> ./run.sh <==
#!/bin/bash
# OpenROAD 26Q1-2900-gdf79404cd8, Yosys 0.63+post, stock flow scripts
make -C /OpenROAD-flow-scripts/flow DESIGN_CONFIG=/design/flow/config.mk WORK_HOME=/design/flow/orfs finish
==> ./config.mk <==
export PLATFORM = sky130hd
export DESIGN_NAME = debounce
export DESIGN_NICKNAME = debounce
export VERILOG_FILES = /design/flow/design.v
export SDC_FILE = /design/flow/constraint.sdc
export NUM_CORES = 4
export LEC_CHECK = 1
export CORE_AREA = 10 10 71 71
export DIE_AREA = 0 0 81 81
==> ./constraint.sdc <==
current_design debounce

set clk_period 2.4
set clk_io_pct 0.2

create_clock -name clk0 -period $clk_period [get_ports {clk_i}]

set non_clock_inputs [all_inputs -no_clocks]
set_input_delay [expr $clk_period * $clk_io_pct] -clock clk0 $non_clock_inputs
set_output_delay [expr $clk_period * $clk_io_pct] -clock clk0 [all_outputs]
==> impl_metrics.tcl <==
# collected from the flow reports
set metrics [dict create \
    finish.utilization_pct 25.9 \
    syn_area_sq_um 823 \
    synth_chip_area_sq_um 823 \
    critPathLaunchType "flop" \
    critPathArrivalTime_ps 2070 \
    vias 669 \
    largest_area_cell "dfxtp_1" \
    hold_viol_final 0 \
    top_cells_by_count "dfxtp_1 (16), nor2_1 (13), nand3_1 (8)" \
    rsz0062_at_grt "no" \
    min_to "timer[14]$_SDFFE_PP0N_" \
    holdPathStages 2 \
    finalSetupViolCount 0 \
    antenna_found_initial 0 \
    cp.required_ps 2540 \
    die_w_um 81 \
    yosys.area.top_type_share_pct 38.9 \
    row_count 22 \
    synth.area.top_cells "dfxtp_1 (39%), nor2_1 (5.9%), nand3_1 (4.9%), nor3_1 (3.6%), mux2_4 (3.6%)" \
    fp_util_pct 22.7 \
    reg2reg_depth 5 \
    avgSynthCellArea_sq_um 9.05 \
    ff_type "dfxtp_1" \
    maxCapViolations 0 \
    setup_tns_ps 0 \
    ir_drop_mv 0.208 \
    core-area_sq_um 3630 \
    drc_errors 0 \
    warnings 25 \
    worstSetupEndpointType "flop" \
    ys_seq_share_pct 38.9 \
    comb_area_sq_um 473 \
    clk_pin_slew_ps 60 \
    drt-wirelength-per-cell_um 10.7 \
    cts_tree "yes" \
    yosys_cells 91 \
    grt_start_max_net_pins 11 \
    hp-start "timer[14]$_SDFFE_PP0N_" \
    vias_per_cell 4.68 \
    insertion_delay_ps 240 \
    netlist_instances 91 \
    hpwlAfterDp_um 1100 \
    post-place-cells 140 \
    area_growth_pct 14.3 \
    ys_ff 16 \
    path_cells "ha_1, nand4_4, nor4_4, and4bb_1, mux2_4" \
    hold_buffers 0 \
    hp-class "flop to flop" \
    wirelength_um 1530 \
    grt_pass1_vias 565 \
    tightest_slew_ps 482 \
    cts.sinks 16 \
    crit_fanout 6 \
    status "finished, final reports clean" \
    finalCritPeriodShare_pct 80.5 \
    synth.distinct_cells 34 \
    antenna_left 0 \
    powerDensity_nw_per_um2 525 \
    drive_above_1_share_pct 14.7 \
    pin_count 3 \
    cts_setup_buffers 0 \
    max_freq_ghz 0.517 \
    rrSetupSlack_ps 470 \
    synth-edff-count 0 \
    insertedDiodeCount 0 \
    r2r_start "timer[0]$_SDFFE_PP0N_" \
    finalClockSkew_ps 1.26 \
    cts_root_buffer "clkbuf_8" \
    relSlewSlack_pct 67.5 \
    crit_type "flop to flop" \
    nFillCells 397 \
    yosysMostFrequentCell "dfxtp_1" \
    firstDrtPassIters 4 \
    chipHeight_um 81 \
    first_iter_violations 38 \
    slew_viol_final 0 \
    grt_pass1_wl_um 2550 \
    whs_ps 469 \
    register_area_sq_um 320 \
    period_needed_ps 1930 \
    portBuffers 2 \
    worstReg2RegEnd "timer[11]$_SDFFE_PP0N_" \
    path_buffers 0 \
    clockBufferDepth 2 \
    cts_buffers 3 \
    yosysWarnings 1 \
    cts_resized 0 \
    grt-ovfl-total 0 \
    grtUsageTotal_pct 4.68 \
    power_mw 0.494 \
    cts_htree_levels 1 \
    dieArea_sq_um 6560 \
    crit_slowest_cell "dfxtp_1" \
    cp_top_family "simple AND/OR/NAND/NOR gates" \
    fin_cells 143 \
    p_leak_nw 0.328 \
    async_flop_share_pct 0 \
    critPathMaxStageDelay_ps 430 \
    place_congestion 0.868 \
]
[cells by family after synthesis]
| group | after synthesis | synth area share [%] |
|---|---|---|
| AOI/OAI and AO/OA | 16 | 12.2 |
| buffers and inverters | 6 | 3.65 |
| adders and majority gates | 1 | 1.52 |
| and+or+nand+nor | 46 | 35.7 |
| xor gates and xnor gates | 3 | 3.19 |
| DFF | 16 | 38.9 |
| muxes | 3 | 4.86 |
[through the flow]
stage | worst slack (ps) | area, sq um
floorplan | 678 | 823
global placement | 508 | 900
detailed placement | 497 | 900
CTS | 485 | 941
global route | 392 | 941
finish | 467 | 941
[worst register-to-register path, delay by kind of cell, from the launching register on]
kind | cells | cell delay [ps]
adder cells (fa/ha/maj) | 1 | 310
flip-flops | 1 | 430
AND/OR/NAND/NOR | 3 | 800
multiplexers | 1 | 290
[how the worst max path moves through the flow]
stage	start	end	cells past startpoint
6_report	timer[0]$_SDFFE_PP0N_	timer[11]$_SDFFE_PP0N_	5
5_1_grt	timer[1]$_SDFFE_PP0N_	timer[11]$_SDFFE_PP0N_	5
4_1_cts	timer[0]$_SDFFE_PP0N_	timer[11]$_SDFFE_PP0N_	5
[final cells by class]
class,instances,share of cell area [%]
well taps,48,6.38
clock buffers,3,4.39
multi-input cells,69,50.3
repair buffers,4,3.72
flip-flops and latches,16,34.0
inverters,3,1.20
[sequential cells by signal (all words and copies together) (netlist names)]
name,cells
key_pressed_stb_r,1
timer,15
[layer usage]
layer  GRT usage, %  part of all wire (%)  wire length [um]  up-vias
li1               -                     -                 -      344
met1           6.90                    52               798      309
met2           6.53                    42               641       16
met3           2.12                   6.1                93        0
met4              0                     0                 0        0
met5              0                     0                 0        -
[placed cells by master (no fill, tap or decap)]
| cell type | netlist | layout |
|---|---|---|
| a21oi_1 | 4 | 4 |
| o41ai_1 | 1 | 1 |
| and3_2 | 1 | 1 |
| nand2_1 | 2 | 2 |
| nand3_1 | 8 | 8 |
| xnor2_1 | 1 | 1 |
| and2b_1 | 1 | 1 |
| nand4_1 | 2 | 2 |
| buf_4 | 2 | 2 |
| dfxtp_1 | 16 | 16 |
| clkbuf_8 | 0 | 3 |
| nor4_2 | 1 | 1 |
| clkdlybuf4s50_1 | 0 | 2 |
| o21ai_0 | 4 | 4 |
| nor2_1 | 13 | 13 |
| o21bai_1 | 1 | 1 |
| and3_1 | 2 | 2 |
| o21a_1 | 1 | 1 |
| a31oi_1 | 3 | 3 |
| nor3_1 | 6 | 6 |
| or3_2 | 2 | 2 |
| and4bb_1 | 1 | 1 |
| a41oi_1 | 1 | 1 |
| nor4_1 | 1 | 1 |
| and3b_1 | 1 | 1 |
| nor4_4 | 1 | 1 |
| mux2i_1 | 1 | 1 |
| ha_1 | 1 | 1 |
| nand4_4 | 1 | 1 |
| mux2_4 | 2 | 2 |
| inv_1 | 3 | 3 |
| nor2b_1 | 2 | 2 |
| xor2_1 | 2 | 2 |
| a2111oi_0 | 1 | 1 |
| nand3_4 | 1 | 1 |
[report_power, final]
part           total [mW]  switching [mW]  internal [mW]
Sequential          0.277         0.00745          0.270
Combinational      0.0193          0.0105        0.00875
Clock               0.198          0.0865          0.111
Total               0.494           0.104          0.390
