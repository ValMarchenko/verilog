[flow/design.v]
module fifo (i_clk, i_rts_n, i_data, o_data, i_push, i_pop, o_empty, o_full);
parameter DATA_WIDTH = 8;
parameter FIFO_DEPTH = 8;
localparam FIFO_WIDTH = $clog2(FIFO_DEPTH);
input i_clk, i_rts_n, i_pop, i_push;
input [0 : DATA_WIDTH - 1] i_data;
output o_empty, o_full;
output reg [0 : DATA_WIDTH - 1] o_data;
reg [0 : FIFO_WIDTH] head, tail, counter;
reg [0 : DATA_WIDTH] data[0 : FIFO_DEPTH -1 ];
integer i;
always @(posedge i_clk or negedge i_rts_n)
if (!i_rts_n)
begin
		tail <= 0;
		head <= 0;
		counter <= 0;
		end
else
begin
	if (i_push & !o_full)
	begin
		data[head] <= i_data;
		head <= head + 1;
		counter <= counter + 1;
		if (head == FIFO_DEPTH)
		begin
			head <= 0;
			end
		end
	if (i_pop & !o_empty)
	begin
		o_data <= data[tail];
		tail <= tail + 1;
		counter <= counter - 1;
		if (tail == FIFO_DEPTH)
		begin
			tail <= 0;
			end
		end
	end
assign o_empty = (counter == 0) ? 1 : 0;
assign o_full = (counter == FIFO_DEPTH) ? 1 : 0;
endmodule
 function integer clogb2;
    input [31:0] value;
    begin
        value = value - 1;
        for (clogb2 = 0; value > 0; clogb2 = clogb2 + 1) 
		  begin
            value = value >> 1;
				end
    end
endfunction
[flow/run.sh]
#!/bin/bash
# OpenROAD 26Q1-2900-gdf79404cd8, Yosys 0.63+post, stock flow scripts
make -C /OpenROAD-flow-scripts/flow DESIGN_CONFIG=/design/flow/config.mk WORK_HOME=/design/flow/orfs finish
[flow/config.mk]
export PLATFORM = sky130hd
export DESIGN_NAME = fifo
export DESIGN_NICKNAME = fifo
export VERILOG_FILES = /design/flow/design.v
export SDC_FILE = /design/flow/constraint.sdc
export NUM_CORES = 4
export LEC_CHECK = 1
export CORE_UTILIZATION = 40
[flow/constraint.sdc]
current_design fifo

set clk_period 3.2
set clk_io_pct 0.2

create_clock -name clk0 -period $clk_period [get_ports {i_clk}]

set non_clock_inputs [all_inputs -no_clocks]
set_input_delay [expr $clk_period * $clk_io_pct] -clock clk0 $non_clock_inputs
set_output_delay [expr $clk_period * $clk_io_pct] -clock clk0 [all_outputs]
==> reports/summary.json <==
{
  "drt": {
    "remaining_drc_errors": 0,
    "drt-total-wl_um": 6522,
    "final_antenna_net_count": 0,
    "wl_per_cell_um": 17.82,
    "diodes": 0,
    "number_of_drc_markers_in_iteration_0": 93,
    "drtPass1Iterations": 4,
    "detailroute.via_count": 1978,
    "viasPerCell": 5.404
  },
  "pwr": {
    "p_clk_frac": 0.209,
    "internal_power_consumption_uw": 2216,
    "power_leakage_uw": 0.001426,
    "power_frac_comb": 0.314,
    "power.ir.vdd_worst_mv": 0.3539,
    "total_chip_power_uw": 3297,
    "p_sw_frac": 0.3278,
    "cellPowerDensity_nw_per_um2": 825.8,
    "pwr-share-seq": 0.476,
    "power_switching_uw": 1081
  },
  "final_timing": {
    "worst-slew-pin-transition_ns": 0.6482,
    "finalCritPeriodShare": 0.8069,
    "timing.final.max_slew_violations": 0,
    "fin_skew_ns": 0.004316,
    "tns_ns": 0,
    "timing.slew.headroom": 0.5679,
    "rsz0062_at_grt": "no",
    "clock_period_minus_worst_slack_ns": 2.582,
    "setup_viol": 0,
    "finalHoldViolations": 0,
    "timing.fmax_mhz": 387.3
  },
  "global_routing": {
    "grt-ovfl-total": 0,
    "number_of_global_route_vias_before_repair": 2048,
    "grt_start_max_net_pins": 18,
    "grt_first_pass_wirelength_um": 10340,
    "antenna_found_initial": 0,
    "overall_track_demand_over_capacity_in_global_routing": 0.1669
  },
  "placement": {
    "dp.final_hpwl_um": 4172,
    "gp_routability_congestion": 0.7880,
    "port_buffers": 21
  },
  "clock_network": {
    "clock-root-buffer": "sky130_fd_sc_hd__clkbuf_8",
    "insertion_delay_ns": 0.33,
    "htreeDepth": 3,
    "clock_buffer_count_from_cts": 9,
    "ctsLongestPathBuffers": 2,
    "clkSinkCount": 84,
    "cts.repair.resized": 0,
    "clk_transition_reported_paths_ns": 0.08,
    "cts_setup_buffers": 0,
    "cts_hold_repair.buffers": 0,
    "clock_tree_from_tritoncts": "done"
  },
  "synthesis": {
    "synth.top_cell.area_share": 0.6180,
    "post_synth_tally_of_flip_flops_with_integrated_enable": 72,
    "synthMuxAreaShare": 0.01896,
    "and_or_or_and_share_of_the_synthesized_area": 0.1212,
    "synth_cell_types": 40,
    "most_numerous_cell_types_in_the_synthesized_netlist": "72 x sky130_fd_sc_hd__edfxtp_1, 14 x sky130_fd_sc_hd__ha_1, 14 x sky130_fd_sc_hd__nand2_1, 12 x sky130_fd_sc_hd__dfrtp_1",
    "netlist_instances": 233,
    "synthArstFlopShare": 0.1429,
    "xor_share": 0.007511,
    "yosys_cells": 233,
    "synth_area_um2": 3498,
    "area_fraction_in_and_or_nand_and_nor_cells": 0.06760,
    "synth_top_cell_by_area": "sky130_fd_sc_hd__edfxtp_1",
    "synth.yosys.chip_area_um2": 3498,
    "ff_type": "sky130_fd_sc_hd__edfxtp_1",
    "yosys-top-cells-area": "sky130_fd_sc_hd__edfxtp_1 62%, sky130_fd_sc_hd__dfrtp_1 8.6%, sky130_fd_sc_hd__ha_1 5.0%",
    "synth_flop_count": 84,
    "synth-adder-area-share": 0.05579,
    "post_synth_main_logic_family": "AND-OR/OR-AND gates",
    "syn_avg_cell_area_um2": 15.01,
    "synth-warning-count": 2,
    "post-synth-top-count-cell": "sky130_fd_sc_hd__edfxtp_1",
    "yosysSeqAreaShare": 0.7039
  },
  "worst_setup_path": {
    "reg2reg_depth": 7,
    "timing.critical_path.required_ns": 2.56,
    "timing.rr.start": "counter[2]",
    "timing.critical_path.fanout_max": 6,
    "end_kind": "output port",
    "reg2reg_slack_ns": 0.90,
    "crit_arrival_ns": 1.94,
    "timing.setup.critical_path_class": "register to output port",
    "worstSetupStartpointType": "register",
    "critical_path.reg2reg.endpoint": "counter[0]"
  },
  "floorplan": {
    "fp.coreArea_um2": 8341,
    "core_util_floorplan": 0.4194,
    "die-height_um": 95.52,
    "io-pin-count": 22,
    "core.rowCount": 33,
    "chip_area_um2": 9124,
    "dieWidth_um": 95.52
  },
  "finish": {
    "fillers": 720,
    "area_growth_syn_to_layout_pct": 14.13,
    "fraction_of_layout_cells_with_a_size_suffix_above_1": 0.1111
  },
  "hold_path": {
    "hold_path_class": "register to register",
    "hold-path-cell-count": 1,
    "worst_hold_startpoint": "data[0][5]",
    "worstHoldEndpoint": "o_data[2]"
  },
  "job": {
    "tool_warnings": 33,
    "cap_violations": 0
  },
  "run_status": {
    "run_status": "completed"
  }
}
==> cell type report <==
class	count	area [µm²]	area share
well taps	105	131.4	0.03291
inverters	10	37.54	0.009401
repair buffers	24	232.7	0.05829
clock buffers	9	123.9	0.03102
multi-input cells	128	948.4	0.2375
flip-flops and latches	84	2462	0.6167
clock inverters	6	56.30	0.01410
==> flip-flops by register name (all words and copies together) (netlist names) <==
signal,flops
head,4
o_data,8
data,64
counter,4
tail,4
==> power groups by stage <==
| stage | Sequential [µW] | Combinational (µW) | Clock (µW) |
|---|---|---|---|
| global route | 1600 | 1170 | 757 |
| CTS | 1570 | 1040 | 715 |
| finish | 1570 | 1040 | 691 |
==> cell families after synthesis <==
group / count (synthesis)
AND-OR/OR-AND: 57
XOR/XNOR: 3
adder cells (fa/ha/maj): 15
buffers and inverters: 21
flip-flops: 84
multiplexers: 6
AND/OR/NAND/NOR: 47
==> critical path, stage by stage, from the launching register on <==
cell and delay [ns]:
sky130_fd_sc_hd__dfrtp_1 0.48, sky130_fd_sc_hd__or4b_4 0.61, sky130_fd_sc_hd__inv_1 0.07, sky130_fd_sc_hd__clkdlybuf4s50_1 0.45
==> routing by layer <==
metal,wire length [µm],vias up,global-route usage
met5,0,-,0
met1,2854,935,0.2528
li1,-,952,-
met2,2873,78,0.2429
met4,167,0,0.03856
met3,626,13,0.06975
==> cell usage in the layout (no fill, tap or decap), types with 2 or more instances in the layout <==
cell                              count
sky130_fd_sc_hd__a21o_1               2
sky130_fd_sc_hd__a21oi_1              9
sky130_fd_sc_hd__a21oi_2              2
sky130_fd_sc_hd__a222oi_1             7
sky130_fd_sc_hd__a22oi_1              9
sky130_fd_sc_hd__a31oi_1              8
sky130_fd_sc_hd__and2_1               6
sky130_fd_sc_hd__and3_1               7
sky130_fd_sc_hd__buf_4                3
sky130_fd_sc_hd__clkbuf_8             9
sky130_fd_sc_hd__clkdlybuf4s50_1     21
sky130_fd_sc_hd__clkinv_2             3
sky130_fd_sc_hd__dfrtp_1             12
sky130_fd_sc_hd__edfxtp_1            72
sky130_fd_sc_hd__ha_1                14
sky130_fd_sc_hd__inv_1                9
sky130_fd_sc_hd__mux2_2               5
sky130_fd_sc_hd__nand2_1             14
sky130_fd_sc_hd__nand3_1              5
sky130_fd_sc_hd__nor2_1               7
sky130_fd_sc_hd__nor3_1               5
sky130_fd_sc_hd__o2111ai_1            2
sky130_fd_sc_hd__o211ai_1             2
sky130_fd_sc_hd__o21a_1               2
sky130_fd_sc_hd__o21ai_0              6
sky130_fd_sc_hd__o21ai_1              2
sky130_fd_sc_hd__xor2_1               2
==> stage by stage <==
stage | hold WS (ns) | utilization | std cells | worst slack (ns) | area (µm²)
6_report | 0.5374 | 0.4787 | 366 | 0.6179 | 3993
5_1_grt | 0.5570 | 0.4787 | 366 | 0.5430 | 3993
4_1_cts | 0.5395 | 0.4787 | 366 | 0.5899 | 3993
3_5_place_dp | 0.5168 | 0.4571 | 351 | 0.6732 | 3812
3_3_place_gp | 0.5201 | 0.4571 | 351 | 0.7317 | 3812
2_1_floorplan | 0.3444 | - | 233 | 1.108 | 3498
==> worst max path at each step <==
| stage | startpoint | end | slack [ns] | depth (start not counted) |
|---|---|---|---|---|
| after CTS | counter[2] | o_full | 0.59 | 3 |
| final | counter[2] | o_full | 0.62 | 3 |
| after global routing | counter[2] | o_full | 0.54 | 3 |
Power figures rest on the tool's default switching activity, not on a simulated workload.
