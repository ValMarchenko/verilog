--- /design/flow/design.v ---
module ram(clka_i, rsta_i, wrena_i, wr_data_a_i, rd_data_a_o, wr_add_a_i, rd_add_a_i,
			  clkb_i, rstb_i, wrenb_i, wr_data_b_i, rd_data_b_o, wr_add_b_i, rd_add_b_i);
parameter DATA_A_WIDTH = 32;
parameter ADDR_A_WIDTH = 16;
parameter DATA_B_WIDTH = 32;
parameter ADDR_B_WIDTH = 16;
input clka_i, rsta_i, wrena_i, clkb_i, rstb_i, wrenb_i;
input [DATA_A_WIDTH-1 : 0] wr_data_a_i;
input [DATA_B_WIDTH-1 : 0] wr_data_b_i;
input [ADDR_A_WIDTH-1 : 0] wr_add_a_i, rd_add_a_i;
input [ADDR_B_WIDTH-1 : 0] wr_add_b_i, rd_add_b_i;
output [DATA_A_WIDTH-1 : 0] rd_data_a_o;
output [DATA_B_WIDTH-1 : 0] rd_data_b_o;
reg [DATA_A_WIDTH-1 : 0] ram_a[ADDR_A_WIDTH-1 : 0];
reg [DATA_B_WIDTH-1 : 0] ram_b[ADDR_B_WIDTH-1 : 0];
integer i;
integer j;
always @(posedge clka_i or negedge rsta_i)
if (!rsta_i)
	begin
		for (i = 0; i < ADDR_A_WIDTH; i = i + 1)
		ram_a[i] <= 0;
		end
	else
	if (wrena_i)
	begin
		ram_a[wr_add_a_i] = wr_data_a_i;
		end
always @(posedge clkb_i or negedge rstb_i)
if (!rstb_i)
	begin
		for (j = 0; j < ADDR_B_WIDTH; j = j + 1)
		ram_b[j] <= 0;
		end
	else
	if (wrenb_i)
	begin
		ram_b[wr_add_b_i] = wr_data_b_i;
		end
assign rd_data_a_o = ram_a[rd_add_a_i];
assign rd_data_b_o = ram_b[rd_add_b_i];
endmodule
--- /design/flow/run.sh ---
#!/bin/bash
# OpenROAD 26Q1-2900-gdf79404cd8, Yosys 0.63+post, stock flow scripts
make -C /OpenROAD-flow-scripts/flow DESIGN_CONFIG=/design/flow/config.mk WORK_HOME=/design/flow/orfs finish
--- /design/flow/config.mk ---
export PLATFORM = sky130hd
export DESIGN_NAME = ram
export DESIGN_NICKNAME = ram
export VERILOG_FILES = /design/flow/design.v
export SDC_FILE = /design/flow/constraint.sdc
export NUM_CORES = 4
export LEC_CHECK = 1
export CORE_UTILIZATION = 40
--- /design/flow/constraint.sdc ---
current_design ram

set clk_period 11.3
set clk_io_pct 0.2

create_clock -name clk0 -period $clk_period [get_ports {clka_i}]
create_clock -name clk1 -period $clk_period [get_ports {clkb_i}]

set non_clock_inputs [all_inputs -no_clocks]
set_input_delay [expr $clk_period * $clk_io_pct] -clock clk0 $non_clock_inputs
set_output_delay [expr $clk_period * $clk_io_pct] -clock clk0 [all_outputs]
==> out/results.ini <==
[synth]
ys_async_sr_fraction_pct = 100
fa_ha_area_share_pct = 0
largest_area_cell = dfrtp_1
aoi_share_pct = 11.2
top_area_share_pct = 55.7
edf_count = 0
logic_family = multiplexers
ys.flop_type = dfrtp_1
synthTopCellsByArea = dfrtp_1, mux2_2, a22oi_1, o22ai_1, buf_2
ys_types = 52
ys_sh_xor_pct = 0
muxShareOfSynthArea_pct = 26.7
ys.flops = 1024
most_common_cell = dfrtp_1
synth_cells = 3447
simple_gate_share_pct = 3.06
syn_area_um2 = 46000
ys_cells = 3447
yosysSeqAreaShare_pct = 55.7
yosys_area_um2 = 46000
ys_warn_count = 3
avgSynthCellArea_um2 = 13.3
yosys-top-cells-count = dfrtp_1, mux2_2, a22oi_1

[job]
openroad.warnings = 80
cap_viol_max_count = 0

[setup_path]
cpLargestDelayFamily = buffers and inverters
max_stage_delay_ns = 0.58
worstSetupPathDepth = 10
cp_cell_sequence = buf_4 > buf_4 > buf_4 > and2_1 > buf_4 > a22o_1 > a222oi_1 > o21ai_0 > o32a_1 > clkdlybuf4s50_1
timing.critical_path.mode_cell = buf_4
start_kind = primary input
critical_path.max_fanout = 25
reg2reg_depth = 1
crit_type = in2out
cp.arrival_ns = 5.85
slowest_stage = and2_1
path_buffers = 5
crit_required_ns = 9.04
end_kind = primary output
r2r_setup_slack_ns = 10.49

[layout]
area_growth_pct = 13.6
fillers = 10200
drive_gt1_share_pct = 37.5
stdcell_count = 5063

[floorplanning]
coreArea_um2 = 114000
die_h_um = 341
fp_util_pct = 40.3
die_w_um = 341
rows = 124
io_pins = 198
die-area_um2 = 116000

[placement]
finalWeightedCongestion = 0.831
port_buffers = 148
placedCellCount = 4880
hpwl_um = 75800

[min_path]
hp-class = reg2reg
holdPathStages = 1

[routing]
wl_per_cell_um = 26.7
via_count = 30000
drt_pass1_iterations = 8
drt_wl_total_um = 135000
ant_nets = 0
drtIter0Drc = 1950
drc = 0
via_per_inst = 5.92

[sta]
setup_viol = 0
finalHoldViolations = 0
finClkSkew_ns = 0
timing.setup.tns_ns = 0
rsz0062_at_grt = no
slew_violations = 0
worst_pin_slew_ns = 0.854
maxSlewHeadroom_pct = 42.8

[global_route]
use_met2_pct = 36.7
grt_first_pass_wirelength_um = 205000
grt_use_met1_pct = 36.9
grt_pass1_vias = 30800
antenna_found_initial = 11
met3_usage_pct = 6.79
busiest_layer = met1
gr-total-overflow = 0
track_usage_pct = 24.5
grt_max_degree = 119

[clocking]
hold_buffers = 0
cts_setup_buffers = 0
tritoncts = done
clk_pin_slew_worst_paths_ns = 0.06
cts_sinks = 1024
cts_resized = 0

[pwr]
power_density_nw_per_um2 = 192
ir_drop_mv = 0.118
power_leakage_nw = 21.9

[run_status]
status = finished clean

[state kept, by name (all words and copies together) (netlist names)]
| register | flops |
|---|---|
| ram_b | 512 |
| ram_a | 512 |
[where the power goes]
| part | internal, W | switching (W) |
|---|---|---|
| clock network | 0.00197 | 0.00144 |
| logic | 0.000985 | 0.000707 |
| registers | 0.00452 | 0.000405 |
[path summary, 6_finish.rpt]
path | from | end
max in group clk1 | wrenb_i | ram_b[12][30]
max in group asynchronous | rstb_i | ram_b[10][21]
worst max-delay path | rd_add_b_i[3] | rd_data_b_o[0]
min in group asynchronous | rsta_i | ram_a[1][23]
min in group clk1 | ram_b[12][8] | ram_b[12][8]
worst max register to register | ram_a[8][6] | ram_a[8][6]
worst min register to register | ram_a[12][23] | ram_a[12][23]
worst min-delay path | ram_a[12][23] | ram_a[12][23]
[per-stage QoR]
step | hold slack, ns | util, % | instance area [µm²] | total power (W) | setup WS [ns]
after CTS | 0.488 | 45.8 | 52300 | 0.0101 | 3.12
final | 0.486 | 45.8 | 52300 | 0.0100 | 3.19
after floorplan | 0.452 | - | 46000 | 0.00606 | 5.45
after detailed placement | 0.468 | 42.8 | 48900 | 0.00669 | 3.14
after global routing | 0.507 | 45.8 | 52300 | 0.0105 | 3.00
after global placement | 0.467 | 42.8 | 48900 | 0.00662 | 3.12
[layout make-up]
class,count,area (µm²),share of cell area (%)
antenna,3,7.51,0.0144
clock buffer,164,3160,6.05
clock inverter,16,181,0.347
inverter,32,120,0.230
multi-input combinational,2065,19100,36.5
sequential,1024,25600,49.0
tap,1512,1890,3.62
timing repair buffer,247,2230,4.27
[cell usage in the layout, fill, tap and decap left out, types with 24 or more instances in the layout]
master / count
inv_1: 32
mux2_2: 1014
nor2_1: 62
mux2_1: 37
clkbuf_1: 30
a21oi_1: 47
o22ai_1: 139
o32a_1: 55
mux2i_1: 43
dfrtp_1: 1024
a22o_1: 43
nand2_1: 45
clkdlybuf4s50_1: 140
a222oi_1: 24
clkbuf_8: 27
buf_4: 99
clkbuf_16: 107
a22oi_1: 306
nand2b_1: 40
[kinds of logic after synthesis]
group                  count (synthesis)
flip-flops                          1024
multiplexers                        1094
AND/OR/NAND/NOR                      280
AND-OR/OR-AND                        691
buffers and inverters                358
[routing by layer]
layer  wire length [µm]  vias up
met3              10200      235
li1                   -    12900
met1              59100    15800
met5                 69        -
met2              62300      989
met4               3610       12
Power and IR drop assume default switching activity.
